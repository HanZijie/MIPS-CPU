**flow/design.v**
```verilog
`timescale 1ns / 1ps
module regfile
(
	input [4:0] R1_in,
	input [4:0] R2_in,
	input [4:0] W,
	input [31:0] Din,
	input RegWrite,
	input clk,
	output  [31:0] R1,
	output  [31:0] R2
);
	reg [31:0] regfile [0:31];
    initial begin
    regfile[0]=32'h00000000;
    regfile[1]=32'h00000000;
    regfile[2]=32'h00000000;
    regfile[3]=32'h00000000;
    regfile[4]=32'h00000000;
    regfile[5]=32'h00000000;
    regfile[6]=32'h00000000;
    regfile[7]=32'h00000000;
    regfile[8]=32'h00000000;
    regfile[9]=32'h00000000;
    regfile[10]=32'h00000000;
    regfile[11]=32'h00000000;
    regfile[12]=32'h00000000;
    regfile[13]=32'h00000000;
    regfile[14]=32'h00000000;
    regfile[15]=32'h00000000;
    regfile[16]=32'h00000000;
    regfile[17]=32'h00000000;
    regfile[18]=32'h00000000;
    regfile[19]=32'h00000000;
    regfile[20]=32'h00000000;
    regfile[21]=32'h00000000;
    regfile[22]=32'h00000000;
    regfile[23]=32'h00000000;
    regfile[24]=32'h00000000;
    regfile[25]=32'h00000000;
    regfile[26]=32'h00000000;
    regfile[27]=32'h00000000;
    regfile[28]=32'h00000000;
    regfile[29]=32'h00000000;
    regfile[30]=32'h00000000;
    regfile[31]=32'h00000000;
    end
    assign R1 = regfile [R1_in];
    assign R2 = regfile [R2_in];
	always @(negedge clk)
	begin
	   if((RegWrite==1) && (W!=32'b0)) regfile[W]<=Din;
	end
endmodule
```
**flow/constraint.sdc**
```tcl
current_design regfile

set clk_period 6.4
set clk_io_pct 0.2

create_clock -name clk0 -period $clk_period [get_ports {clk}]

set non_clock_inputs [all_inputs -no_clocks]
set_input_delay [expr $clk_period * $clk_io_pct] -clock clk0 $non_clock_inputs
set_output_delay [expr $clk_period * $clk_io_pct] -clock clk0 [all_outputs]
```
**flow/run.sh**
```bash
#!/bin/bash
# OpenROAD 26Q1-2900-gdf79404cd8, Yosys 0.63+post, stock flow scripts
make -C /OpenROAD-flow-scripts/flow DESIGN_CONFIG=/design/flow/config.mk WORK_HOME=/design/flow/orfs finish
```
**flow/config.mk**
```make
export PLATFORM = sky130hd
export DESIGN_NAME = regfile
export DESIGN_NICKNAME = regfile
export VERILOG_FILES = /design/flow/design.v
export SDC_FILE = /design/flow/constraint.sdc
export NUM_CORES = 4
export LEC_CHECK = 1
export CORE_UTILIZATION = 40
```
==> flow_metrics.env <==
# physical design summary
export IMPL_p_int_mw=12.87
export IMPL_io_pins=113
export IMPL_ys_flops=1024
export IMPL_numClockSinks=1024
export IMPL_holdWs_ns=3.408
export IMPL_drive_gt1_share_pct=14.15
export IMPL_path_max_fanout=2
export IMPL_grt_pass1_vias=37273
export IMPL_power_switching_mw=5.143
export IMPL_crit_path_top_delay_cell="edfxtp_1"
export IMPL_fp_util_pct=40.48
export IMPL_path_common_cell="buf_4"
export IMPL_rsz0062_at_grt="yes"
export IMPL_critPathArrivalTime_ns=5.34
export IMPL_vias=34510
export IMPL_grt_pass1_wl_um=216300
export IMPL_p_leak_nw=27.03
export IMPL_yosys_stat_cells=3387
export IMPL_synth_seq_share_pct=63.06
export IMPL_ys_warn_count=1
export IMPL_hold_viol_final=0
export IMPL_cts_tree="yes"
export IMPL_die_area_um2=123300
export IMPL_grt_max_degree=84
export IMPL_dp_slack_ns=-0.1149
export IMPL_hpwlAfterDp_um=87500
export IMPL_ir_drop_mv=0.2318
export IMPL_gp_congestion=0.8740
export IMPL_largestRegisters="regfile x1024"
export IMPL_top_area_share_pct=63.06
export IMPL_cpPeakStageDelay_ns=0.37
export IMPL_comb_power_share_pct=8.3
export IMPL_comb_area_um2=17840
export IMPL_setup_viol=53
export IMPL_tightest_slew_ns=0.8019
export IMPL_area_delta_synth_final_pct=27.10
export IMPL_cp_end_kind="output port"
export IMPL_swShare_pct=28.56
export IMPL_avgSynthCellArea_um2=14.40
export IMPL_critPathLaunchType="register"
export IMPL_die_x_um=351.2
export IMPL_synth_area_um2=48760
export IMPL_warning_count=1030
export IMPL_routedWlPerCell_um=23.33
export IMPL_ant_nets=0
export IMPL_cts_made_buffers=113
export IMPL_antenna_found_initial=3
export IMPL_cts_root_buffer="clkbuf_16"
export IMPL_path_cells="buf_4 > mux2i_1 > a22o_1 > nor3_2 > a31oi_1 > buf_4 > nand3_4 > buf_6"
export IMPL_syn_inst=3387
export IMPL_powerDensity_nw_per_um2=290.6
export IMPL_drt_first_iter_violations=1991
export IMPL_status="complete, but fails checks"
export IMPL_grt_usage_pct=25.83
export IMPL_drt_first_pass_iters=6
export IMPL_relSlewSlack_pct=46.54
export IMPL_viasPerCell=5.430
export IMPL_cp_startpoint="regfile[2][17]$_DFFE_NP_"
export IMPL_regMostFlops="regfile"
export IMPL_largest_reg_flops=1024
export IMPL_cts_clk_slew_worst_paths_ns=0.03
export IMPL_ys_top_cells_by_count="edfxtp_1, mux2i_1, nand2_1"
export IMPL_setup_tns_ns=-5.031
export IMPL_p_seq_share_pct=42.1
export IMPL_required_ns=5.12
export IMPL_min_path_type="in -> out"
export IMPL_crit_type="reg -> out"
export IMPL_edf_count=1024
export IMPL_clock_path_buffers=3
export IMPL_core_um2=120400
export IMPL_die_h_um=351.2
export IMPL_min_from="R1_in[1]"
export IMPL_overflow=0
export IMPL_worst_slack_ns=-0.2235
export IMPL_pwr_share_clk_pct=49.6
export IMPL_synth_cell_types=25
export IMPL_largest_area_cell="edfxtp_1"
export IMPL_row_count=127
export IMPL_ys_dominant_reg_cell="edfxtp_1"
export IMPL_nFillCells=9940
export IMPL_flop_area_um2=30750
export IMPL_cts_hold_buffers_added=0
export IMPL_cap_violations=0
export IMPL_drc=0
export IMPL_portBuffers=112
export IMPL_yosys_top_cells_area="edfxtp_1, mux2i_1, a22oi_1"
export IMPL_wirelength_um=148300
export IMPL_violations="negative setup slack"
export IMPL_async_flop_share_pct=0
export IMPL_cts_htree_levels=3
export IMPL_p_total_mw=18.01
export IMPL_synth_chip_area_um2=48760
export IMPL_report_final_slew_viol_count=0
-- power by group through the flow --
| stage | sequential [mW] | clock (mW) | combinational [mW] |
|---|---|---|---|
| CTS | 7.58 | 9.21 | 1.50 |
| global route | 7.57 | 9.97 | 1.60 |
| finish | 7.58 | 8.92 | 1.50 |
-- critical path: cells and delay by family, from the launching register on --
kind,cells,cell delay (ns)
buffers and inverters,3,0.44
DFF,1,0.37
AOI/OAI and AO/OA,2,0.35
and+or+nand+nor,2,0.15
muxes,1,0.12
-- routing by layer --
layer / vias to the layer above / GRT usage [%] / share of wire (%)
met4: 0 / 10.74 / 3.1
met1: 16646 / 32.75 / 38
met2: 1716 / 37.48 / 47
met3: 244 / 14.83 / 11
li1: 15904 / - / -
met5: - / 0.2747 / 0
-- layout by cell type (no fill, tap or decap), types with 26 or more instances in the layout --
| cell type | count |
|---|---|
| nor3_2 | 59 |
| inv_1 | 1056 |
| mux2i_1 | 1023 |
| a31oi_2 | 33 |
| a31oi_1 | 26 |
| a22o_1 | 128 |
| edfxtp_1 | 1024 |
| buf_12 | 86 |
| buf_4 | 144 |
| clkbuf_16 | 115 |
| clkinvlp_2 | 33 |
| nand3_1 | 148 |
| clkdlybuf4s50_1 | 46 |
| buf_2 | 47 |
| conb_1 | 32 |
| nor2_4 | 33 |
| nand2_1 | 193 |
| a22oi_1 | 192 |
| a21oi_1 | 192 |
| nand3_2 | 30 |
-- cells by family after synthesis --
kind of cell | synth area share [%]
AOI/OAI and AO/OA | 8.047
other | 0.007690
and+or+nand+nor | 4.708
buffers and inverters | 3.159
DFF | 63.06
muxes | 21.02
-- layout make-up --
type	instances	share of cell area [%]
Sequential cell	1024	49.61
Multi-Input combinational cell	2140	28.79
Clock inverter	1116	7.619
Timing Repair Buffer	346	6.075
Clock buffer	115	4.643
Tap cell	1612	3.254
Antenna cell	2	0.008075
-- path summary, 6_finish.rpt --
path	to	slack (ns)	cells past startpoint
max	R2[17]	-0.22	8
min	R1[1]	3.41	6
-- through the flow --
stage	cells	utilization [%]	instance area, µm²
finish	6355	51.46	61980
CTS	6356	51.35	61850
global route	6353	51.45	61970
floorplan	3418	-	48910
global placement	5136	44.62	53740
detailed placement	5136	44.62	53740
-- what timing repair did --
| action | CTS | global route |
|---|---|---|
| buffers inserted | 0 | 2 |
| setup endpoints to repair | 64 | 64 |
| resized | 374 | 26 |
| pin swaps | 147 | 104 |
Power and IR drop assume default switching activity.
