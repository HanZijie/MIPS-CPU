==> flow/design.v <==
`timescale 1ns / 1ps
module main_control(
input [5:0]op_code,
input [5:0]func,
output  [3:0]alu_op,
output  MemtoReg,
output	MemWrite,
output 	ALU_SRC,
output 	RegWrite,
output  SYSCALL,
output 	SignedExt,
output 	RegDst,
output 	BEQ,
output  BNE,
output 	JR,
output 	JMP,
output  JAL,
output  BLEZ,
output  SRAV,
output  LBU
    );
assign     alu_op[0]=~op_code[5]&~op_code[4]&~op_code[3]&~op_code[2]&~op_code[1]&~op_code[0]&func[5]&~func[4]&~func[3]&func[2]&func[1]&~func[0]|~op_code[5]&~op_code[4]&~op_code[3]&~op_code[2]&~op_code[1]&~op_code[0]&~func[5]&~func[4]&~func[3]&func[2]&func[1]&func[0]|op_code[5]&~op_code[4]&~op_code[3]&op_code[2]&~op_code[1]&~op_code[0]|~op_code[5]&~op_code[4]&~op_code[3]&~op_code[2]&~op_code[1]&~op_code[0]&~func[5]&~func[4]&~func[3]&~func[2]&func[1]&func[0]|~op_code[5]&~op_code[4]&~op_code[3]&~op_code[2]&~op_code[1]&~op_code[0]&func[5]&~func[4]&~func[3]&~func[2]&~func[1]&~func[0]|~op_code[5]&~op_code[4]&~op_code[3]&~op_code[2]&~op_code[1]&~op_code[0]&func[5]&~func[4]&~func[3]&~func[2]&~func[1]&func[0]|~op_code[5]&~op_code[4]&~op_code[3]&~op_code[2]&~op_code[1]&~op_code[0]&func[5]&~func[4]&~func[3]&func[2]&~func[1]&~func[0]|~op_code[5]&~op_code[4]&~op_code[3]&~op_code[2]&~op_code[1]&~op_code[0]&func[5]&~func[4]&func[3]&~func[2]&func[1]&~func[0]|~op_code[5]&~op_code[4]&op_code[3]&~op_code[2]&~op_code[1]&~op_code[0]|~op_code[5]&~op_code[4]&op_code[3]&op_code[2]&~op_code[1]&~op_code[0]|~op_code[5]&~op_code[4]&op_code[3]&~op_code[2]&~op_code[1]&op_code[0]|~op_code[5]&~op_code[4]&op_code[3]&~op_code[2]&op_code[1]&~op_code[0]|op_code[5]&~op_code[4]&~op_code[3]&~op_code[2]&op_code[1]&op_code[0]|op_code[5]&~op_code[4]&op_code[3]&~op_code[2]&op_code[1]&op_code[0]|~op_code[5]&~op_code[4]&~op_code[3]&~op_code[2]&~op_code[1]&~op_code[0]&~func[5]&~func[4]&~func[3]&func[2]&func[1]&func[0]|op_code[5]&~op_code[4]&~op_code[3]&~op_code[2]&~op_code[1]&op_code[0]|~op_code[5]&~op_code[4]&~op_code[3]&op_code[2]&op_code[1]&~op_code[0];
assign     alu_op[1]=~op_code[5]&~op_code[4]&~op_code[3]&~op_code[2]&~op_code[1]&~op_code[0]&~func[5]&~func[4]&~func[3]&~func[2]&func[1]&~func[0]|~op_code[5]&~op_code[4]&~op_code[3]&~op_code[2]&~op_code[1]&~op_code[0]&func[5]&~func[4]&~func[3]&~func[2]&func[1]&~func[0]|~op_code[5]&~op_code[4]&~op_code[3]&~op_code[2]&~op_code[1]&~op_code[0]&func[5]&~func[4]&~func[3]&func[2]&~func[1]&~func[0]|~op_code[5]&~op_code[4]&~op_code[3]&~op_code[2]&~op_code[1]&~op_code[0]&func[5]&~func[4]&~func[3]&func[2]&func[1]&func[0]|~op_code[5]&~op_code[4]&~op_code[3]&~op_code[2]&~op_code[1]&~op_code[0]&func[5]&~func[4]&func[3]&~func[2]&func[1]&~func[0]|~op_code[5]&~op_code[4]&op_code[3]&op_code[2]&~op_code[1]&~op_code[0]|~op_code[5]&~op_code[4]&op_code[3]&~op_code[2]&op_code[1]&~op_code[0]|~op_code[5]&~op_code[4]&~op_code[3]&op_code[2]&op_code[1]&~op_code[0];
assign     alu_op[2]=op_code[5]&~op_code[4]&~op_code[3]&op_code[2]&~op_code[1]&~op_code[0]|~op_code[5]&~op_code[4]&~op_code[3]&~op_code[2]&~op_code[1]&~op_code[0]&func[5]&~func[4]&~func[3]&~func[2]&~func[1]&~func[0]|~op_code[5]&~op_code[4]&~op_code[3]&~op_code[2]&~op_code[1]&~op_code[0]&func[5]&~func[4]&~func[3]&~func[2]&~func[1]&func[0]|~op_code[5]&~op_code[4]&~op_code[3]&~op_code[2]&~op_code[1]&~op_code[0]&func[5]&~func[4]&~func[3]&~func[2]&func[1]&~func[0]|~op_code[5]&~op_code[4]&~op_code[3]&~op_code[2]&~op_code[1]&~op_code[0]&func[5]&~func[4]&~func[3]&func[2]&~func[1]&~func[0]|~op_code[5]&~op_code[4]&~op_code[3]&~op_code[2]&~op_code[1]&~op_code[0]&func[5]&~func[4]&func[3]&~func[2]&func[1]&func[0]|~op_code[5]&~op_code[4]&op_code[3]&~op_code[2]&~op_code[1]&~op_code[0]|~op_code[5]&~op_code[4]&op_code[3]&op_code[2]&~op_code[1]&~op_code[0]|~op_code[5]&~op_code[4]&op_code[3]&~op_code[2]&~op_code[1]&op_code[0]|op_code[5]&~op_code[4]&~op_code[3]&~op_code[2]&op_code[1]&op_code[0]|op_code[5]&~op_code[4]&op_code[3]&~op_code[2]&op_code[1]&op_code[0]|op_code[5]&~op_code[4]&~op_code[3]&~op_code[2]&~op_code[1]&op_code[0];
assign     alu_op[3]=~op_code[5]&~op_code[4]&~op_code[3]&~op_code[2]&~op_code[1]&~op_code[0]&func[5]&~func[4]&~func[3]&func[2]&func[1]&~func[0]|~op_code[5]&~op_code[4]&~op_code[3]&~op_code[2]&~op_code[1]&~op_code[0]&func[5]&~func[4]&~func[3]&func[2]&~func[1]&func[0]|~op_code[5]&~op_code[4]&~op_code[3]&~op_code[2]&~op_code[1]&~op_code[0]&func[5]&~func[4]&~func[3]&func[2]&func[1]&func[0]|~op_code[5]&~op_code[4]&~op_code[3]&~op_code[2]&~op_code[1]&~op_code[0]&func[5]&~func[4]&func[3]&~func[2]&func[1]&~func[0]|~op_code[5]&~op_code[4]&~op_code[3]&~op_code[2]&~op_code[1]&~op_code[0]&func[5]&~func[4]&func[3]&~func[2]&func[1]&func[0]|~op_code[5]&~op_code[4]&op_code[3]&~op_code[2]&op_code[1]&~op_code[0]|~op_code[5]&~op_code[4]&op_code[3]&op_code[2]&~op_code[1]&op_code[0]|~op_code[5]&~op_code[4]&~op_code[3]&op_code[2]&op_code[1]&~op_code[0];
assign     MemtoReg=op_code[5]&~op_code[4]&~op_code[3]&op_code[2]&~op_code[1]&~op_code[0]|op_code[5]&~op_code[4]&~op_code[3]&~op_code[2]&op_code[1]&op_code[0]|op_code[5]&~op_code[4]&~op_code[3]&op_code[2]&~op_code[1]&~op_code[0]|op_code[5]&~op_code[4]&~op_code[3]&~op_code[2]&~op_code[1]&op_code[0];
assign     MemWrite=op_code[5]&~op_code[4]&op_code[3]&~op_code[2]&op_code[1]&op_code[0];
assign     ALU_SRC=op_code[5]&~op_code[4]&~op_code[3]&op_code[2]&~op_code[1]&~op_code[0]|~op_code[5]&~op_code[4]&~op_code[3]&op_code[2]&op_code[1]&~op_code[0]|~op_code[5]&~op_code[4]&op_code[3]&~op_code[2]&~op_code[1]&~op_code[0]|~op_code[5]&~op_code[4]&op_code[3]&op_code[2]&~op_code[1]&~op_code[0]|~op_code[5]&~op_code[4]&op_code[3]&~op_code[2]&~op_code[1]&op_code[0]|~op_code[5]&~op_code[4]&op_code[3]&~op_code[2]&op_code[1]&~op_code[0]|~op_code[5]&~op_code[4]&op_code[3]&op_code[2]&~op_code[1]&op_code[0]|op_code[5]&~op_code[4]&~op_code[3]&~op_code[2]&op_code[1]&op_code[0]|op_code[5]&~op_code[4]&op_code[3]&~op_code[2]&op_code[1]&op_code[0]|op_code[5]&~op_code[4]&~op_code[3]&~op_code[2]&~op_code[1]&op_code[0]|~op_code[5]&~op_code[4]&~op_code[3]&op_code[2]&op_code[1]&~op_code[0];
assign     RegWrite=~op_code[5]&~op_code[4]&~op_code[3]&~op_code[2]&~op_code[1]&~op_code[0]&func[5]&~func[4]&~func[3]&func[2]&func[1]&~func[0]|~op_code[5]&~op_code[4]&~op_code[3]&~op_code[2]&~op_code[1]&~op_code[0]&~func[5]&~func[4]&~func[3]&func[2]&func[1]&func[0]|op_code[5]&~op_code[4]&~op_code[3]&op_code[2]&~op_code[1]&~op_code[0]|~op_code[5]&~op_code[4]&~op_code[3]&~op_code[2]&~op_code[1]&~op_code[0]&~func[5]&~func[4]&~func[3]&~func[2]&~func[1]&~func[0]|~op_code[5]&~op_code[4]&~op_code[3]&~op_code[2]&~op_code[1]&~op_code[0]&~func[5]&~func[4]&~func[3]&~func[2]&func[1]&func[0]|~op_code[5]&~op_code[4]&~op_code[3]&~op_code[2]&~op_code[1]&~op_code[0]&~func[5]&~func[4]&~func[3]&~func[2]&func[1]&~func[0]|~op_code[5]&~op_code[4]&~op_code[3]&~op_code[2]&~op_code[1]&~op_code[0]&func[5]&~func[4]&~func[3]&~func[2]&~func[1]&~func[0]|~op_code[5]&~op_code[4]&~op_code[3]&~op_code[2]&~op_code[1]&~op_code[0]&func[5]&~func[4]&~func[3]&~func[2]&~func[1]&func[0]|~op_code[5]&~op_code[4]&~op_code[3]&~op_code[2]&~op_code[1]&~op_code[0]&func[5]&~func[4]&~func[3]&~func[2]&func[1]&~func[0]|~op_code[5]&~op_code[4]&~op_code[3]&~op_code[2]&~op_code[1]&~op_code[0]&func[5]&~func[4]&~func[3]&func[2]&~func[1]&~func[0]|~op_code[5]&~op_code[4]&~op_code[3]&~op_code[2]&~op_code[1]&~op_code[0]&func[5]&~func[4]&~func[3]&func[2]&~func[1]&func[0]|~op_code[5]&~op_code[4]&~op_code[3]&~op_code[2]&~op_code[1]&~op_code[0]&func[5]&~func[4]&~func[3]&func[2]&func[1]&func[0]|~op_code[5]&~op_code[4]&~op_code[3]&~op_code[2]&~op_code[1]&~op_code[0]&func[5]&~func[4]&func[3]&~func[2]&func[1]&~func[0]|~op_code[5]&~op_code[4]&~op_code[3]&~op_code[2]&~op_code[1]&~op_code[0]&func[5]&~func[4]&func[3]&~func[2]&func[1]&func[0]|~op_code[5]&~op_code[4]&~op_code[3]&~op_code[2]&op_code[1]&op_code[0]|~op_code[5]&~op_code[4]&op_code[3]&~op_code[2]&~op_code[1]&~op_code[0]|~op_code[5]&~op_code[4]&op_code[3]&op_code[2]&~op_code[1]&~op_code[0]|~op_code[5]&~op_code[4]&op_code[3]&~op_code[2]&~op_code[1]&op_code[0]|~op_code[5]&~op_code[4]&op_code[3]&~op_code[2]&op_code[1]&~op_code[0]|~op_code[5]&~op_code[4]&op_code[3]&op_code[2]&~op_code[1]&op_code[0]|op_code[5]&~op_code[4]&~op_code[3]&~op_code[2]&op_code[1]&op_code[0]|~op_code[5]&~op_code[4]&~op_code[3]&~op_code[2]&~op_code[1]&~op_code[0]&~func[5]&~func[4]&~func[3]&func[2]&~func[1]&~func[0]|~op_code[5]&~op_code[4]&~op_code[3]&~op_code[2]&~op_code[1]&~op_code[0]&~func[5]&~func[4]&~func[3]&func[2]&func[1]&func[0]|op_code[5]&~op_code[4]&~op_code[3]&op_code[2]&~op_code[1]&~op_code[0]|op_code[5]&~op_code[4]&~op_code[3]&~op_code[2]&~op_code[1]&op_code[0];
assign     SYSCALL=~op_code[5]&~op_code[4]&~op_code[3]&~op_code[2]&~op_code[1]&~op_code[0]&~func[5]&~func[4]&func[3]&func[2]&~func[1]&~func[0];
assign     SignedExt=~op_code[5]&~op_code[4]&~op_code[3]&~op_code[2]&~op_code[1]&~op_code[0]&func[5]&~func[4]&~func[3]&func[2]&func[1]&~func[0]|op_code[5]&~op_code[4]&~op_code[3]&op_code[2]&~op_code[1]&~op_code[0]|~op_code[5]&~op_code[4]&~op_code[3]&op_code[2]&op_code[1]&~op_code[0]|~op_code[5]&~op_code[4]&op_code[3]&~op_code[2]&~op_code[1]&~op_code[0]|~op_code[5]&~op_code[4]&op_code[3]&~op_code[2]&~op_code[1]&op_code[0]|~op_code[5]&~op_code[4]&op_code[3]&~op_code[2]&op_code[1]&~op_code[0] | op_code[5]&~op_code[4]&~op_code[3]&~op_code[2]&op_code[1]&op_code[0] | op_code[5]&~op_code[4]&op_code[3]&~op_code[2]&op_code[1]&op_code[0];
assign     RegDst=~op_code[5]&~op_code[4]&~op_code[3]&~op_code[2]&~op_code[1]&~op_code[0]&func[5]&~func[4]&~func[3]&func[2]&func[1]&~func[0]|~op_code[5]&~op_code[4]&~op_code[3]&~op_code[2]&~op_code[1]&~op_code[0]&~func[5]&~func[4]&~func[3]&func[2]&func[1]&func[0]|~op_code[5]&~op_code[4]&~op_code[3]&~op_code[2]&~op_code[1]&~op_code[0]&~func[5]&~func[4]&~func[3]&~func[2]&~func[1]&~func[0]|~op_code[5]&~op_code[4]&~op_code[3]&~op_code[2]&~op_code[1]&~op_code[0]&~func[5]&~func[4]&~func[3]&~func[2]&func[1]&func[0]|~op_code[5]&~op_code[4]&~op_code[3]&~op_code[2]&~op_code[1]&~op_code[0]&~func[5]&~func[4]&~func[3]&~func[2]&func[1]&~func[0]|~op_code[5]&~op_code[4]&~op_code[3]&~op_code[2]&~op_code[1]&~op_code[0]&func[5]&~func[4]&~func[3]&~func[2]&~func[1]&~func[0]|~op_code[5]&~op_code[4]&~op_code[3]&~op_code[2]&~op_code[1]&~op_code[0]&func[5]&~func[4]&~func[3]&~func[2]&~func[1]&func[0]|~op_code[5]&~op_code[4]&~op_code[3]&~op_code[2]&~op_code[1]&~op_code[0]&func[5]&~func[4]&~func[3]&~func[2]&func[1]&~func[0]|~op_code[5]&~op_code[4]&~op_code[3]&~op_code[2]&~op_code[1]&~op_code[0]&func[5]&~func[4]&~func[3]&func[2]&~func[1]&~func[0]|~op_code[5]&~op_code[4]&~op_code[3]&~op_code[2]&~op_code[1]&~op_code[0]&func[5]&~func[4]&~func[3]&func[2]&~func[1]&func[0]|~op_code[5]&~op_code[4]&~op_code[3]&~op_code[2]&~op_code[1]&~op_code[0]&func[5]&~func[4]&~func[3]&func[2]&func[1]&func[0]|~op_code[5]&~op_code[4]&~op_code[3]&~op_code[2]&~op_code[1]&~op_code[0]&func[5]&~func[4]&func[3]&~func[2]&func[1]&~func[0]|~op_code[5]&~op_code[4]&~op_code[3]&~op_code[2]&~op_code[1]&~op_code[0]&func[5]&~func[4]&func[3]&~func[2]&func[1]&func[0]|~op_code[5]&~op_code[4]&~op_code[3]&~op_code[2]&~op_code[1]&~op_code[0]&~func[5]&~func[4]&func[3]&~func[2]&~func[1]&~func[0]|~op_code[5]&~op_code[4]&~op_code[3]&~op_code[2]&~op_code[1]&~op_code[0]&~func[5]&~func[4]&~func[3]&func[2]&~func[1]&~func[0]|~op_code[5]&~op_code[4]&~op_code[3]&~op_code[2]&~op_code[1]&~op_code[0]&~func[5]&~func[4]&~func[3]&func[2]&func[1]&func[0];
assign     BEQ=~op_code[5]&~op_code[4]&~op_code[3]&op_code[2]&~op_code[1]&~op_code[0];
assign     BNE=~op_code[5]&~op_code[4]&~op_code[3]&op_code[2]&~op_code[1]&op_code[0];
assign     JR=~op_code[5]&~op_code[4]&~op_code[3]&~op_code[2]&~op_code[1]&~op_code[0]&~func[5]&~func[4]&func[3]&~func[2]&~func[1]&~func[0];
assign     JMP=~op_code[5]&~op_code[4]&~op_code[3]&~op_code[2]&~op_code[1]&~op_code[0]&~func[5]&~func[4]&func[3]&~func[2]&~func[1]&~func[0]|~op_code[5]&~op_code[4]&~op_code[3]&~op_code[2]&op_code[1]&~op_code[0]|~op_code[5]&~op_code[4]&~op_code[3]&~op_code[2]&op_code[1]&op_code[0];
assign     JAL=~op_code[5]&~op_code[4]&~op_code[3]&~op_code[2]&op_code[1]&op_code[0];
assign     BLEZ=~op_code[5]&~op_code[4]&~op_code[3]&op_code[2]&op_code[1]&~op_code[0];
assign     LBU=op_code[5]&~op_code[4]&~op_code[3]&op_code[2]&~op_code[1]&~op_code[0];
assign     SRAV=~op_code[5]&~op_code[4]&~op_code[3]&~op_code[2]&~op_code[1]&~op_code[0]&~func[5]&~func[4]&~func[3]&func[2]&func[1]&func[0];
endmodule
==> flow/run.sh <==
#!/bin/bash
# OpenROAD 26Q1-2900-gdf79404cd8, Yosys 0.63+post, stock flow scripts
make -C /OpenROAD-flow-scripts/flow DESIGN_CONFIG=/design/flow/config.mk WORK_HOME=/design/flow/orfs finish
==> flow/config.mk <==
export PLATFORM = sky130hd
export DESIGN_NAME = main_control
export DESIGN_NICKNAME = main_control
export VERILOG_FILES = /design/flow/design.v
export SDC_FILE = /design/flow/constraint.sdc
export NUM_CORES = 4
export LEC_CHECK = 1
export CORE_AREA = 10 10 78 78
export DIE_AREA = 0 0 88 88
==> flow/constraint.sdc <==
current_design main_control

set clk_period 3.0
set clk_io_pct 0.2

create_clock -name clk0 -period $clk_period

set non_clock_inputs [all_inputs -no_clocks]
set_input_delay [expr $clk_period * $clk_io_pct] -clock clk0 $non_clock_inputs
set_output_delay [expr $clk_period * $clk_io_pct] -clock clk0 [all_outputs]
==> reports/results.ini <==
[run_status]
run_status=finished, final reports clean

[critical_path]
timing.critical_path.slowest_cell_delay_ps=530
timing.critical_path.depth=5
endpoint_required_time_on_the_critical_path_ps=2400
crit_path_end=alu_op[0]
worst_path_max_delay_cell=sky130_fd_sc_hd__or4b_4
worst_setup_path_startpoint=func[1]
worstPathArrival_ps=2330
start_kind=primary input
timing_worst_setup_path_type=primary input to output pin
worst_path_cell_trace=clkdlybuf4s50_1 -> and4b_1 -> nor4b_2 -> or4b_4 -> dlygate4sd2_1
critical_path_peak_fanout=6
end_kind=output pin
critPathBufInv=2
worst_path_dominant_cell_family=simple AND/OR/NAND/NOR gates

[detailed_routing]
post-route-drc-count=0
routed_wire_length_per_instance_um=12.5
ant_nets=0
drtIter0Drc=36
routed_wirelength_um=2780
detailroute.via_count=1007
first_pass_iters=4
insertedDiodeCount=0
routed_via_density=4.54

[sta]
maxClockFrequency_mhz=341
post-route-period-util_pct=97.8
layout_setup_ws_ps=66.8
worst_slew_margin_rel_pct=77.6
hold_violations=0
tightest_slew_ps=332
grt_setup_unrepaired=true
finalCriticalPeriod_ps=2930
final.hold.worst_slack_ps=1700
setup_viol=0
final_max_slew_viol_count=0

[global_routing]
grt.total_usage_pct=6.80
globalRouteOverflowTotal=0
via_count_of_the_first_global_routing_pass=976
grt_antenna_before_repair=0
grt_first_pass_wirelength_um=4510
grt_max_degree=16

[min_path]
hp-class=primary input to output pin

[placement]
gp_congestion=0.869
post-place-ws_ps=-368
detailed_place_hpwl_um=2320
buffer_ports.inserted=31

[die]
die_w_um=88
floorplan.rows=24
floorplan.initialDensity_pct=14.6
total_die_size_um2=7740
die_height_um=88
area_of_the_core_um2=4410
floorplan.io_pins=31

[layout]
layout-drive-gt1-share_pct=40.6
area_growth_from_synthesis_to_final_layout_pct=119
n_fill_cell=452
postLayoutCoreUtil_pct=32.0
clock_buffers=0
layout.area.seq_um2=0
ff_count=0

[pwr]
power.static_leakage_nw=0.639
vdd_drop_max_v=0.0000438
final_total_power_uw=137
pwr_density_cell_nw_per_um2=96.9

[logic_synthesis]
syn-cell-area_um2=644
cell_count_listed_in_synth_stat_txt=104
synth.cells.most_frequent=sky130_fd_sc_hd__nor2_1 (11), sky130_fd_sc_hd__o21ai_0 (9), sky130_fd_sc_hd__a21oi_1 (7)
avgSynthCellArea_um2=6.20
synth_cell_types=46
synth_seq_share_pct=0
synth_cells=104
top_area_share_pct=6.99
yosys_warnings=0
yosys-stat-area_um2=644
yosys-top-cells-area=sky130_fd_sc_hd__o21ai_0 (7.0%), sky130_fd_sc_hd__nor2_1 (6.4%), sky130_fd_sc_hd__a21oi_1 (5.4%)
netlist.top_cell.by_instances=sky130_fd_sc_hd__nor2_1
netlist.top_cell.by_area=sky130_fd_sc_hd__o21ai_0

[job]
drv.max_cap_violation_count=0
openroad.warnings=34

-- power breakdown --
| group | leakage (nW) | switching [mW] | total [mW] | internal [mW] |
|---|---|---|---|---|
| Combinational | 0.639 | 0.0606 | 0.137 | 0.0764 |
| Clock | 0 | 0 | 0 | 0 |
| Sequential | 0 | 0 | 0 | 0 |
| Total | 0.639 | 0.0606 | 0.137 | 0.0764 |
-- through the flow --
step	cells	setup TNS (ps)	instance area, um2
floorplan	104	0	644
global placement	218	-3330	1290
detailed placement	218	-3220	1290
CTS	222	-12.8	1380
global route	222	-34.6	1410
finish	222	0	1410
-- worst min path at each step --
stage	from	endpoint	slack, ps	depth (start not counted)
4_1_cts	func[5]	SRAV	1720	3
5_1_grt	func[5]	SRAV	1740	3
6_report	func[5]	SRAV	1700	3
-- cell usage in the layout (no fill, tap or decap), types with 3 or more instances in the layout --
cell type,synthesis,routed
sky130_fd_sc_hd__a21oi_1,7,5
sky130_fd_sc_hd__buf_4,0,40
sky130_fd_sc_hd__buf_6,0,4
sky130_fd_sc_hd__clkdlybuf4s50_1,0,12
sky130_fd_sc_hd__dlygate4sd2_1,0,14
sky130_fd_sc_hd__dlymetal6s2s_1,0,3
sky130_fd_sc_hd__inv_1,4,4
sky130_fd_sc_hd__nand2_1,6,5
sky130_fd_sc_hd__nand2b_1,5,5
sky130_fd_sc_hd__nor2_1,11,10
sky130_fd_sc_hd__nor3_1,3,3
sky130_fd_sc_hd__o21ai_0,9,7
-- timing repair --
item                                    in CTS  in global routing
setup buffers                                4                  0
hold buffers                                 0                  0
resized                                     36                 11
pin swaps                                   10                  4
endpoints found under the setup margin      13                  8
-- final cells by class --
cell class,instances,area (um2),area share [%]
Timing Repair Buffer,76,656,46.4
Multi-Input combinational cell,90,678,48.0
Inverter,4,15.0,1.06
Tap cell,52,65.1,4.60
-- layer usage --
metal	up-vias	GRT usage, %	part of all wire [%]
met2	19	11.9	47
met1	457	9.00	48
met3	2	1.22	4.1
met5	-	0	0
met4	0	0	0.50
li1	529	-	-
-- cell families (layout without fill, tap and decap cells) --
| family | after synthesis | count (layout) | share of synthesized area (%) |
|---|---|---|---|
| simple gates | 54 | 54 | 52.8 |
| compound gates | 33 | 33 | 34.4 |
| buf+inv | 14 | 80 | 8.74 |
| xor+xnor | 3 | 3 | 4.08 |
No activity file was given, so power comes from the tool's default toggle rates.
